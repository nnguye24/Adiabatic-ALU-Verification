==> design/flow/design.v <==
module bennett_clock #(
    parameter WIDTH = 11
)(
    input wire clk,
    input wire reset,
    output reg instFlag,	 
  	output reg Mclk,	 
    output reg [WIDTH-1:0] clkn,
    output reg [WIDTH-1:0] clkp
);
    localparam IDLE = 2'b00;
    localparam RAMP_UP = 2'b01;
    localparam RAMP_DOWN = 2'b10;
    localparam ALL_X = 2'b11;
    reg [1:0] state;
  	reg [3:0] counter;
    integer i;
    initial begin
      	Mclk <= 0;
        instFlag <= 0;
        clkn = {WIDTH{1'bX}};
        clkp = {WIDTH{1'bX}};
        state = IDLE;
        counter <= 0;
    end
    always @(posedge clk or posedge reset) begin
        if (reset) begin
            instFlag <= 0;
            clkn <= {WIDTH{1'bX}};
            clkp <= {WIDTH{1'bX}};
            state <= IDLE;
            counter <= 1;
        end else begin
            case (state)
                IDLE: begin
                    instFlag <= 0;
                    state <= RAMP_UP;
                    clkn <= {WIDTH{1'bX}};
                    clkp <= {WIDTH{1'bX}};
                    clkn[0] <= 1'b0;
                    clkp[0] <= 1'b1;
                    counter <= 1;
                  	Mclk <= 0;
                end
                RAMP_UP: begin
                    if (counter < WIDTH) begin
                        for (i = 0; i < WIDTH; i = i + 1) begin
                            if (i <= counter) begin
                                clkn[i] <= 1'b0;
                                clkp[i] <= 1'b1;
                            end else begin
                                clkn[i] <= 1'bX;
                                clkp[i] <= 1'bX;
                            end
                        end
                        counter <= counter + 1;
                    end
                  	if (counter == WIDTH-0) begin	 
                        state <= RAMP_DOWN;
                      	Mclk <= 1;
                        counter <= 1;
                    end
                end
                RAMP_DOWN: begin
                    if (counter < WIDTH) begin
                        for (i = 0; i < WIDTH; i = i + 1) begin
                            if (i < WIDTH - counter) begin
                                clkn[i] <= 1'b0;
                                clkp[i] <= 1'b1;
                            end else begin
                                clkn[i] <= 1'bX;
                                clkp[i] <= 1'bX;
                            end
                        end
                        counter <= counter + 1;
                    end else begin
                        clkn <= {WIDTH{1'bX}};
                    	clkp <= {WIDTH{1'bX}};
                        instFlag <= 1;
                      	state <= ALL_X;
                    end
                end
              	ALL_X: begin
                  state <= IDLE;
                end
                default: state <= IDLE;
            endcase
        end
    end
endmodule
==> design/flow/run.sh <==
#!/bin/bash
# OpenROAD 26Q1-2900-gdf79404cd8, Yosys 0.63+post, stock flow scripts
make -C /OpenROAD-flow-scripts/flow DESIGN_CONFIG=/design/flow/config.mk WORK_HOME=/design/flow/orfs finish
==> design/flow/config.mk <==
export PLATFORM = sky130hd
export DESIGN_NAME = bennett_clock
export DESIGN_NICKNAME = bennett_clock
export VERILOG_FILES = /design/flow/design.v
export SDC_FILE = /design/flow/constraint.sdc
export NUM_CORES = 4
export LEC_CHECK = 1
export CORE_AREA = 10 10 74 74
export DIE_AREA = 0 0 84 84
==> design/flow/constraint.sdc <==
current_design bennett_clock

set clk_period 1.6
set clk_io_pct 0.2

create_clock -name clk0 -period $clk_period [get_ports {clk}]

set non_clock_inputs [all_inputs -no_clocks]
set_input_delay [expr $clk_period * $clk_io_pct] -clock clk0 $non_clock_inputs
set_output_delay [expr $clk_period * $clk_io_pct] -clock clk0 [all_outputs]
==> results_slide.txt <==
Run Summary

Floorplanning
  – Die Ht: roughly 84 µm
  – Fp util: between 10% and 20%
  – Floorplan row count: 23
  – Core area: 3970 µm²
  – Die Wd: between 80 and 90 µm
  – Io pins: 26
  – Die area: 7060 µm²

Global routing
  – Largest net degree at the start of global routing: 10
  – Initial antenna violation count: 0
  – Gr ovfl total: 0
  – Vias in the first global route: 537
  – GR Util All Layers: roughly 3.8%
  – First-pass GRT wire length: around 2400 µm

Cells and area
  – Most numerous logic cells after layout: conb_1 (22), dfrtp_1 (6), buf_4 (6)
  – Area Growth Syn to Fin: 10.0%
  – Most frequent logic cell in the layout: conb_1
  – Final core utilization: ~20%
  – Share of layout cells above drive strength 1: 19.3%
  – Fillers: between 400 and 500

Placement
  – Post-detail-place hpwl: 1110 µm
  – GP Congestion: approximately 0.86
  – Place WS: approximately 110 ps
  – Number of port buffers: 3

Setup path
  – WP data arrival: between 1500 and 2000 ps
  – Worst Path Required: about 1700 ps
  – CP max FO: 5
  – R2R Setup Slk: around 120 ps
  – Crit end category: flip-flop
  – Setup CP Type: flip-flop to flip-flop
  – Startpoint class of the critical path: flip-flop

Clocking
  – Clock transition at the registers of the reported paths: around 40 ps
  – Latency at later pin: approximately 230 ps
  – Root Buffer: clkbuf_8
  – H-tree levels: 1
  – Longest Clk Path Bufs: 2
  – TritonCTS clock tree: yes
  – # Post-CTS Setup Buffers: 0
  – # hold bufs at CTS: 0
  – Total CTS buffers: 3
  – Clock Sinks: 8
  – Cts repair resizes: 0

STA
  – RSZ-0062 raised after global routing: no
  – Clock skew: ~6.5 ps
  – Final worst setup slack: between 100 and 150 ps
  – Max Slew Vio Count: 0
  – Period utilization: 92.7%
  – F_max: between 600 and 700 MHz
  – Final Setup Violations: 0
  – Post-route setup TNS: 0 ps
  – Hold Fails Final Rpt: 0
  – Final min period: around 1500 ps

Logic synthesis
  – Cell variety after synth: 29
  – Yosys reg bits: 8
  – Register share after synthesis: 28.5%
  – Post-synth EDFFs: 1
  – Post-synth top flop: dfrtp_1
  – Yosys stat cell total: 80
  – Synth Warn #: 1
  – Cell count after synthesis: around 80
  – Syn_area_per_cell: 9.04 µm²
  – Mapped cell area: 723 µm²
  – Chip area in the Yosys report: around 720 µm²
  – Asr flop ratio synth: a little under 90%

Pwr
  – Peak supply drop: approximately 750 µV
  – Pleak: approximately 0.00037 µW
  – P per Cell Area: between 500 and 600 nW/µm²

Run
  – Tool Warnings: 28
  – Maxcap violations: 0

Detailed routing
  – Antenna cells: 0
  – Drt via density: between 3 and 4
  – Iteration-0 DRC Markers: 4
  – Via count: just under 500
  – DRC viols: 0
  – WL/cell: 9.54 µm
  – Detail Route Antenna Nets: 0
  – DRT Wirelength: 1320 µm
  – Number of detailed-route iterations in the first pass: 4

Run status
  – Status: finished clean

Hold path
  – Class of the tightest hold or removal check: primary input to asynchronous set/reset pin
==> worst max-delay path: stages, from the launching register on <==
cell	delay [ps]
dfrtp_1	390
inv_1	80
ha_1	250
a21boi_2	170
o21ai_2	170
mux2_4	310
==> registers in the layout, summed over array words and instances, names as in the netlist <==
| signal | flops |
|---|---|
| Mclk | 1 |
| counter | 4 |
| instFlag | 1 |
| state | 2 |
==> logic make-up (layout without fill, tap and decap cells) <==
group,Yosys count,after routing,share of synthesized area [%]
AND/OR/NAND/NOR,13,13,10.9
multiplexers,2,2,3.63
flip-flops,8,8,28.5
AND-OR/OR-AND,20,20,19.0
adder cells (fa/ha/maj),5,5,8.65
other,2,22,1.04
buffers and inverters,30,18,28.2
==> final timing paths <==
path                            startpoint          to  cells past startpoint
worst max-delay path              state[0]    state[1]                      5
worst min-delay path                 reset    instFlag                      2
worst max register to register    state[0]    state[1]                      5
worst min register to register    instFlag    instFlag                      2
max in group asynchronous            reset  counter[0]                      2
min in group clk0                 instFlag    instFlag                      2
==> cell usage after synthesis (2+ instances only) <==
master	n	share of area (%)
buf_4	24	25
dfrtp_1	6	21
ha_1	5	8.7
inv_1	5	2.6
nand2_1	5	2.6
a21oi_1	4	2.8
o21ai_0	4	2.8
nor2_1	3	1.6
a31oi_1	2	1.7
conb_1	2	1.0
nand3_1	2	1.4
==> cell type report <==
cell class	count	area (µm²)	area share (%)
well taps	50	62.6	7.86
multi-input cells	62	388	48.7
flip-flops and latches	8	206	25.9
clock buffers	4	45.0	5.66
repair buffers	9	75.1	9.43
inverters	5	18.8	2.36
==> per-layer routing <==
| layer | GRT usage, % | vias up | wire length [µm] |
|---|---|---|---|
| li1 | - | 243 | - |
| met1 | 4.43 | 229 | 577 |
| met2 | 6.83 | 14 | 672 |
| met3 | 1.48 | 0 | 66 |
| met4 | 0 | 0 | 0 |
| met5 | 0 | - | 0 |
==> metrics by stage <==
stage	area, µm²	total power, µW	cells	hold WS (ps)
3_5_place_dp	751	222	134	507
4_1_cts	796	482	138	404
3_3_place_gp	751	223	134	502
6_report	796	469	138	391
5_1_grt	796	501	138	420
2_1_floorplan	798	252	100	123
==> power breakdown <==
group | total (µW) | internal [µW] | switching, µW | leakage [µW]
Combinational | 10.4 | 2.97 | 7.39 | 0.000259
Clock | 252 | 173 | 79.1 | 0.0000228
Sequential | 207 | 207 | 0 | 0.0000912
Total | 469 | 382 | 86.4 | 0.000372
Power figures rest on the tool's default switching activity, not on a simulated workload.
